**/design/flow/design.v**
```verilog
module sign_extend23(
    input [1:0] in,
    output logic [2:0] rslt);
  always_comb begin
    rslt[1:0] = in;
    rslt[2] = 'b0;
  end
endmodule
module Addi_LUT #(parameter D=8)(
  input       [ 1:0] addr,	    
  output logic[D-1:0] target);
  always_comb case(addr)
    0: target = 8'b00000001;    
	1: target = 8'b00000101;    
	2: target = 8'b00001111;    
	default: target = 8'b11111111;   
  endcase
endmodule
module Andi_LUT #(parameter D=8)(
  input       addr,	   
  output logic[D-1:0] target);
  always_comb begin
    if (!addr)
        target = 1;
    else  
        target = 3;
  end
endmodule
module Control #(parameter opwidth = 3, mcodebits = 9)(
  input [mcodebits-1:0] instr,     
  output logic  Branch, MemtoReg, MemWrite, RegWrite, setRegRead, negAddi,
  output logic [1:0] RegDst, ALUSrc, LUTSrc,
  output logic [opwidth-1:0] ALUOp);	    
always_comb begin
  RegDst 	=   'b00;    
  Branch 	=   'b0;    
  MemWrite  =	'b0;    
  ALUSrc 	=	'b00;    
  RegWrite  =	'b1;    
  MemtoReg  =	'b0;    
  ALUOp	    = 'b111;  
  LUTSrc = 'b00;  
  setRegRead = 'b0;
  negAddi = 'b0;
case(instr[8:6])     
  'b000:   
      RegDst = 'b00;  
  'b001: begin  
    case (instr[1:0]) 
      'b00: begin 
        RegDst = 'b10;
        MemtoReg = 'b1;
      end
      'b01: begin  
        MemWrite = 'b1;
        RegWrite = 'b0;
      end
      'b10: begin  
        RegDst = 'b10;
        ALUSrc = 'b11;  
        ALUOp = 'b010;  
      end
      'b11: begin  
        RegDst = 'b10;
        ALUSrc = 'b10;
        ALUOp = 'b011;  
      end
    endcase
  end
  'b010:  begin  
    if (instr[0] == 0) begin  
        RegDst = 'b10;  
        ALUSrc = 'b10;  
        ALUOp = 'b001;  
        LUTSrc = 'b01;  
      end
    else begin  
      RegDst = 'b10;  
      ALUSrc = 'b10;  
      ALUOp = 'b000;  
      LUTSrc = 'b10;  
      negAddi = 'b1;
    end
  end 
  'b011: begin  
    Branch = 'b1;
    RegWrite = 'b0;
    ALUOp = 'b101;
  end
  'b100: begin  
    RegDst = 'b10; 
    ALUOp = 'b000;  
  end
  'b101: begin  
    RegDst = 'b10; 
    ALUOp = 'b100;  
  end
  'b110: begin  
    RegDst = 'b10; 
    ALUOp = 'b011;  
  end
  'b111: begin  
    RegDst = 'b01;  
    ALUSrc = 'b01;
    ALUOp = 'b110;
    setRegRead = 1;
  end
endcase
end
endmodule
module LS_LUT #(parameter D=8)(
  input       [ 1:0] addr,	    
  output logic[D-1:0] target);
  always_comb case(addr)
    'b00: target = 'b00000001;    
	'b01: target = 'b10000001;    
	'b10: target = 'b00000100;    
	default: target = 'b10000100;   
  endcase
endmodule
module MUX2 (
    input [7:0] inA, inB,
    input Control,
    output logic [7:0] select);
  always_comb case(Control)
    0: select = inA;        
	default: select = inB; 
  endcase
endmodule
module MUX3 (
    input [7:0] inA, inB, inC,
    input [1:0] Control,
    output logic [7:0] select);
  always_comb case(Control)
    0: select = inA;   
	  1: select = inB;     
	  default: select = inC; 
  endcase
endmodule
module MUX3_reg (
    input [1:0] inB,
    input [2:0] inA, inC,
    input [1:0] Control,
    output logic [2:0] select);
  always_comb case(Control)
    0: select = inA;   
	1: begin
        select[1:0] = inB;  
        select[2] = 'b0;
    end   
	default: select = inC; 
  endcase
endmodule
module MUX4 (
    input [7:0] inA, inB, inC, inD,
    input [1:0] Control,
    output logic [7:0] select);
  always_comb case(Control)
    0: select = inA;   
	  1: select = inB;   
	  2: select = inC;   
	  default: select = inD; 
  endcase
endmodule
module PC #(parameter D=12)(
  input reset,					 
        clk,
		reljump_en,              
        absjump_en,				 
  input [7:0] target,	 
  output logic[D-1:0] prog_ctr
);
  always_ff @(posedge clk) begin
    if(reset)
	  prog_ctr <= 'b000000000000;
	  else if(reljump_en) begin
	    prog_ctr <= prog_ctr - (128 * target[7]) + target[6:0];
    end
    else if(absjump_en)
	    prog_ctr <= target;
	  else
	    prog_ctr <= prog_ctr + 'b1;
  end
endmodule
module alu(
  input[2:0] alu_cmd,     
  input [7:0] inA, inB,	  
  input      sc_i, negAddi,      
  output logic[7:0] rslt,
  output logic sc_o,      
               pari,      
			   zero       
);
always_comb begin 
  rslt = 'b0;            
  sc_o = 'b0;    
  zero = 'b0;
  pari = ^rslt;
  case(alu_cmd) 
    3'b000: begin 
      if(negAddi)
      rslt = inA - (inB[7] * 128) + inB[6:0];
      else
      {sc_o,rslt} = inA + inB;
  end
	  3'b001:  
      begin
	      {sc_o,rslt} = {inA, sc_i};
        if(inB[7] == 1)  
          rslt = inA >> inB[6:0];
        else  
          rslt = inA << inB[6:0];
      end
    3'b010:  
	    rslt = inA | inB;
    3'b011:  
      rslt = inA & inB;
    3'b100:  
      rslt = inA ^ inB;
    3'b101:  
      if(inA == inB) zero = 'b1;
    3'b110:  
      begin
        rslt [7:4] = inA[7:4];
        rslt [3:0] = inB[3:0];
      end
    default:  
      rslt = inA;
  endcase
end
endmodule
module dat_mem (
  input[7:0] dat_in,
  input      clk,
  input      wr_en,	           
  input[7:0] addr,		       
  output logic[7:0] dat_out,
  d0, d1);
  logic[7:0] core[256];        
  assign dat_out = core[addr];
  assign d0 = core[0];
  assign d1 = core[1];
  always_ff @(posedge clk)
    if(wr_en)				   
      core[addr] <= dat_in; 
endmodule
module instr_ROM #(parameter D=12)(
  input       [D-1:0] prog_ctr,     
  output logic[ 8:0] mach_code);
  logic[8:0] core[2**D];
  initial							     
    $readmemb("mach_code.txt",core);
  always_comb
    mach_code = core[prog_ctr];
endmodule
module reg_file #(parameter pw=3)(
  input reset,
  input[7:0] dat_in,
  input      clk,
  input      wr_en,            
  input[pw-1:0] wr_addr,		   
              rd_addrA,		   
			  rd_addrB,
  output logic[7:0] datA_out,  
                    datB_out,
					dat0_out,
					r1,
					r2,
					r3,
					r4,
					r5,
					r6,
					r7);
  logic[7:0] core[2**pw];     
  assign datA_out = core[rd_addrA];
  assign datB_out = core[rd_addrB];
  assign dat0_out = core[0];
  assign r1 = core[1];
  assign r2 = core[2];
  assign r3 = core[3];
  assign r4 = core[4];
  assign r5 = core[5];
  assign r6 = core[6];
  assign r7 = core[7];
  always_ff @(posedge clk)	begin
  if(reset) begin
	core[0] <= 8'b00000000;
	core[1] <= 8'b00000000;
	core[2] <= 8'b00000000;
	core[3] <= 8'b00000000;
	core[4] <= 8'b00000000;
	core[5] <= 8'b00000000;
	core[6] <= 8'b00000000;
	core[7] <= 8'b00000000;
  end
    if(wr_en & !reset)				    
      core[wr_addr] <= dat_in; 
  end
endmodule
module sign_extend #(parameter mcodebits = 9) (
    input [mcodebits-1: 0] instr,
    output logic [7:0] rslt);
  always_comb begin
    rslt[3:0] = instr[5:2];
    rslt[7:4] = 'b0000;
  end
endmodule
module top_level(
  input        clk, reset,  
  output logic done);
  parameter D = 12,              
    A = 3;             		   
  wire[7:0]   dat1,dat2;		   
  wire[1:0] LUTSrc, RegDst, ALUSrc;
  wire[D-1:0] IAddr;  
  wire[2:0] Reg1, regSetSx;  
  wire[2:0] Reg2;  
  wire[7:0] dat0, r1, r2, r3, r4, r5, r6, r7, d0, d1;  
  wire RegWrite, MemtoReg, MemWrite, setRegRead, negAddi;
  wire[2:0] ALUOp, WrtReg;  
  wire[1:0] SetRegDst;  
  wire[2:0] ZeroDst;  
  wire[8:0] mach_code;      
  wire[1:0] LUT;  
  wire[7:0] SXRslt;  
  wire[7:0] andi;  
  wire[7:0] ls;  
  wire[7:0] addi;  
  wire[7:0] LUTrslt;  
  wire[7:0] ALUinB;  
  wire[7:0] ALURslt;  
  wire[7:0] DataMemRslt;  
  wire[7:0] WriteDat;  
  wire[2:0] Reg1m2rslt;
  PC #(.D(D)) 					   
     pc1 (.reset            ,
         .clk              ,
		 .reljump_en (zero),       
		 .absjump_en (),
		 .target (dat0)         ,
		 .prog_ctr (IAddr)         );
  instr_ROM ir1(.prog_ctr (IAddr),
               .mach_code (mach_code));
  Control ctl1(.instr(mach_code),
  .RegDst  (RegDst), 
  .Branch  (absj)  , 
  .MemWrite (MemWrite) , 
  .ALUSrc (ALUSrc)  , 
  .RegWrite (RegWrite)  ,     
  .MemtoReg(MemtoReg),
  .ALUOp(ALUOp),
  .LUTSrc (LUTSrc),
  .setRegRead(setRegRead),
  .negAddi(negAddi));
  assign Reg1 = mach_code[5:3];
  assign Reg2 = mach_code[2:0];
  assign SetRegDst = mach_code[1:0];
  assign ZeroDst = 0; 
  sign_extend signext (.instr(mach_code),
    .rslt(SXRslt));
  sign_extend23 sx23 (.in(SetRegDst),
    .rslt(regSetSx));
  assign LUT = mach_code[2:1];
  Andi_LUT andilut(.addr(LUT[1]),
    .target(andi));
  LS_LUT lslut(.addr(LUT),
  .target(ls));
  Addi_LUT addilut(.addr(LUT),
      .target(addi));
  reg_file #(.pw(3)) rf1(.reset,
  .dat_in(WriteDat),	    
              .clk         ,
              .wr_en   (RegWrite),
              .rd_addrA(Reg1m2rslt),
              .rd_addrB(Reg2),
              .wr_addr (WrtReg),       
              .datA_out(dat1),
              .datB_out(dat2),
              .dat0_out(dat0),
              .r1,
              .r2,
              .r3,
              .r4,
              .r5,
              .r6,
              .r7); 
  alu alu1(.alu_cmd(ALUOp),
         .inA    (dat1),
		 .inB    (ALUinB),  
		 .sc_i   (),    
     .negAddi(negAddi),
		 .rslt  (ALURslt)     ,
		 .sc_o   (),  
		 .pari(),   
     .zero (zero)  );  
  dat_mem dm1(.dat_in(dat0)  ,   
             .clk       ,
			 .wr_en  (MemWrite),  
			 .addr   (ALURslt),
             .dat_out(DataMemRslt),
             .d0,
             .d1);
  MUX2 Reg1m2 (.inA(Reg1),
  .inB(regSetSx),
  .Control(setRegRead),
  .select(Reg1m2rslt));
  MUX2 M2Rm2 (.inA(ALURslt),
  .inB(DataMemRslt),
  .Control(MemtoReg),
  .select(WriteDat)); 
  MUX3_reg RDm3 (.inA(Reg2),
  .inB(SetRegDst),
  .inC(ZeroDst),
  .Control(RegDst),
  .select(WrtReg));
  MUX3 LUTm3 (.inA(andi),
  .inB(ls),
  .inC(addi),
  .Control(LUTSrc),
  .select(LUTrslt)); 
  MUX4 ALUm4 (.inA(dat2),
  .inB(SXRslt),
  .inC(LUTrslt),
  .inD(dat0),
  .Control(ALUSrc),
  .select(ALUinB));
  assign done = IAddr == 340;
endmodule
```
**/design/flow/config.mk**
```make
export PLATFORM = sky130hd
export DESIGN_NAME = top_level
export DESIGN_NICKNAME = top_level
export VERILOG_FILES = /design/flow/design.v
export SDC_FILE = /design/flow/constraint.sdc
export NUM_CORES = 4
export LEC_CHECK = 1
export CORE_AREA = 10 10 77 77
export DIE_AREA = 0 0 87 87
export SYNTH_HDL_FRONTEND = slang
export SYNTH_MEMORY_MAX_BITS = 65536
```
**/design/flow/run.sh**
```bash
#!/bin/bash
# OpenROAD 26Q1-2900-gdf79404cd8, Yosys 0.63+post, stock flow scripts
make -C /OpenROAD-flow-scripts/flow DESIGN_CONFIG=/design/flow/config.mk WORK_HOME=/design/flow/orfs finish
```
**/design/flow/constraint.sdc**
```tcl
current_design top_level

set clk_period 1.9
set clk_io_pct 0.2

create_clock -name clk0 -period $clk_period [get_ports {clk}]

set non_clock_inputs [all_inputs -no_clocks]
set_input_delay [expr $clk_period * $clk_io_pct] -clock clk0 $non_clock_inputs
set_output_delay [expr $clk_period * $clk_io_pct] -clock clk0 [all_outputs]
```
==> run_results.csv <==
group,metric,value,unit
placement,place_congestion,0.7874,
route,drc,0,
route,antenna_cells,0,
worst_hold_path,hold_path_class,"register to register",
finish,largest_reg_flops,12,
pwr,p_comb_frac,0.061,
yosys,numSynthFlops,12,
clocking,root_buffer,"clkbuf_8",
job,warnings,26,
timing,finalHoldViolations,0,
pwr,seq_power_share,0.455,
clocking,cts_resized,2,
route,route.vias.total,463,
grt,grt_pass1_vias,415,
clocking,path_clk_slew,50,ps
pwr,clkPwrFrac,0.484,
route,drt-total-wl,1099,µm
timing,tightestPinTransition,327.8,ps
worst_hold_path,min-delay-start,"pc1.prog_ctr[8]",
pwr,power.net_switching,0.1137,mW
clocking,postCtsSetupRepairBufs,0,
critical_path,max_stage_delay,310,ps
critical_path,slowest_stage,"dfxtp_1",
die,fp_util,0.1256,
yosys,ys_chip_area,546.8,µm²
critical_path,critPathLaunchType,"register",
finish,drive_gt1_frac,0.1944,
timing,drv_slew,0,
yosys,synthCells,63,
critical_path,worstPathArrival,1370,ps
critical_path,critPathKind,"register to primary output",
clocking,cts_num_sinks,12,
yosys,syn_area_per_cell,8.679,µm²
finish,largest_registers,"pc1.prog_ctr (12)",
critical_path,r2r_start,"pc1.prog_ctr[2]",
finish,num-fill-cells,478,
timing,finalSetupTns,0,ps
route,vias_per_cell,3.734,
clocking,cts_tree,"built",
finish,lay_top_count,"dfxtp_1",
finish,syn_to_final_growth,31.81,%
pwr,ir_drop,0.0002228,V
critical_path,reg2reg_slack,400,ps
clocking,clk_path_buf_depth,2,
route,drtIter0Drc,33,
grt,grt.total_usage,0.03092,
timing,max_freq,0.5702,GHz
placement,dp.final_hpwl,810.4,µm
yosys,ys_types,22,
timing,setup_viol,0,
clocking,clk_latency,240,ps
critical_path,ff2ff_path_depth,5,
die,placementRows,24,
grt,grt_max_degree,9,
run_status,outcome,"completed",
timing,finalClockPeriodUsage,0.9231,
grt,gr-total-overflow,0,
finish,seq_area,240.2,µm²
route,wl_per_cell,8.863,µm
yosys,yosys_warnings,1,
critical_path,crit_fanout,2,
placement,portBuffers,2,
worst_hold_path,hold_path_depth,2,
pwr,swShare,0.1994,
clocking,htree_levels,1,
clocking,postCtsHoldBufs,0,
timing,finalCriticalPeriod,1754,ps
clocking,cts-buffers-inserted,3,
job,drv_cap,0,
die,dieHeight,87,µm
pwr,pwr_density_cell,791.3,mW/mm²
timing,maxSlewHeadroom,0.7808,
pwr,power,0.5703,mW
route,firstDrtPassIters,3,
critical_path,crit_start,"pc1.prog_ctr[0]",
grt,grt_pass1_wl,1918,µm
timing,grt_setup_unrepaired,"no",
timing,clock_skew,1.094,ps
pwr,p_leak,0.2350,nW
finish,comb_area,289.0,µm²
critical_path,required,1520,ps
die,die-area,0.007569,mm²
yosys,syn_area,546.8,µm²
grt,antenna_found_initial,0,
die,die_w,87,µm
critical_path,end_kind,"primary output",
pwr,intPower,0.4566,mW
finish,layout_top_cells,"dfxtp_1 (12), a21oi_1 (6), nand2_1 (5), nor2_1 (5), buf_4 (5)",
critical_path,crit_chain,"inv_1, ha_1, and4_2, nand2_1, nor4_2, dlygate4sd2_1",
route,ant_nets,0,
finish,top_register,"pc1.prog_ctr",
die,ioPinCount,3,
yosys,yosysCellCount,63,
yosys,ys_seq_frac,0.4394,
die,core,0.004354,mm²
## logic make-up (layout without fill, tap and decap cells)
group | Yosys count | in the layout | synth area share
simple gates | 27 | 27 | 0.2746
compound gates | 12 | 12 | 0.1282
flops | 12 | 12 | 0.4394
buf+inv | 6 | 15 | 0.04345
xor+xnor | 3 | 3 | 0.04806
fa+ha+maj | 2 | 2 | 0.04576
mux | 1 | 1 | 0.02059
## Yosys cell counts
cell      instances  share of area
xor2_1            2          0.032
o21ai_0           2          0.018
a21oi_1           6          0.055
or4_2             1          0.016
nand4_1           1          0.011
and4_2            1          0.018
nor4_1            3          0.034
nand3_1           4          0.037
inv_1             4          0.027
buf_2             1         0.0091
or4_1             3          0.041
nor2_1            5          0.034
xnor2_1           1          0.016
dfxtp_1          12           0.44
nand2_1           5          0.034
ha_1              2          0.046
mux2_2            1          0.021
or3_2             1          0.014
nor2b_1           2          0.023
clkbuf_1          1         0.0069
o31ai_1           4          0.055
or3_1             1          0.011
## critical path: cells and delay by family (launching register included)
family / cells / cell delay, ps
fa+ha+maj: 1 / 140
simple gates: 3 / 410
buf+inv: 2 / 280
flops: 1 / 310
## per-layer routing
metal  vias to the layer above  GRT usage  part of all wire  wire length, µm
met5                         -          0                 0                0
met4                         0   0.002946            0.0091               10
met3                         2    0.01698             0.069               76
met2                         4    0.04330              0.40              438
met1                       212    0.04207              0.52              574
li1                        245          -                 -                -
## per-stage QoR
step                worst slack (ps)  instance area [µm²]  hold slack (ps)    util  std cells
floorplan                      500.4                546.8            440.9       -         63
global placement               36.28                660.6            487.7  0.1517        120
detailed placement             34.37                660.6            493.1  0.1517        120
CTS                            117.2                720.7            504.5  0.1655        124
global route                   3.618                720.7            541.7  0.1655        124
finish                         146.1                720.7            500.8  0.1655        124
## power by group through the flow
stage	registers, mW	logic, mW	clock network, mW
final	0.260	0.0346	0.276
after global routing	0.260	0.0398	0.296
after CTS	0.260	0.0348	0.283
## final cells by class
class | count | area share
clock buffers | 4 | 0.07639
inverters | 4 | 0.02083
multi-input cells | 45 | 0.4010
flip-flops and latches | 12 | 0.3333
well taps | 52 | 0.09028
repair buffers | 7 | 0.07813
## final timing paths
kind                           to
setup / recovery             done
hold / removal    pc1.prog_ctr[8]
setup reg to reg  pc1.prog_ctr[8]
hold reg to reg   pc1.prog_ctr[8]
Power figures rest on the tool's default switching activity, not on a simulated workload.
